### ./run.sh
#!/bin/bash
# OpenROAD 26Q1-2900-gdf79404cd8, Yosys 0.63+post, stock flow scripts
make -C /OpenROAD-flow-scripts/flow DESIGN_CONFIG=/design/flow/config.mk WORK_HOME=/design/flow/orfs finish
### ./config.mk
export PLATFORM = sky130hd
export DESIGN_NAME = DEAD_TIME
export DESIGN_NICKNAME = DEAD_TIME
export VERILOG_FILES = /design/flow/design.v
export SDC_FILE = /design/flow/constraint.sdc
export NUM_CORES = 4
export LEC_CHECK = 1
export CORE_AREA = 10 10 83 83
export DIE_AREA = 0 0 93 93
### ./constraint.sdc
current_design DEAD_TIME

set clk_period 2.0
set clk_io_pct 0.2

create_clock -name clk0 -period $clk_period [get_ports {clk}]

set non_clock_inputs [all_inputs -no_clocks]
set_input_delay [expr $clk_period * $clk_io_pct] -clock clk0 $non_clock_inputs
set_output_delay [expr $clk_period * $clk_io_pct] -clock clk0 [all_outputs]
### ./design.v
module DEAD_TIME #(parameter N = 12) (
output wire [1:0]pwm_out,
input pwm_in,
input [N-1:0]dead_time_clks,
input clk
);
reg 				current ;
reg 				next;
wire 				pe, ne;
always@(posedge clk)
	begin
	current <= pwm_in;
	next <= current	;
		end
assign pe = (current & ~next);
assign ne = (~current & next); 
wire 					reset;
reg [N-1:0]			counter;
always@(posedge clk) 
	begin 
		if (reset) 
			counter <= 0; 
		else  
			counter <= counter +1;  
	end 
reg 				flag1;
reg 				flag2;
reg 				flag3;
reg 				flag4;
always@(posedge clk)
	begin
		if(pe==1'd1)
			begin
				flag1 <= 1;
				flag2 <= 0;
				flag4 <= 0;
				end
				else if((flag1==1) && counter>dead_time_clks)
			begin
				flag3 <= 1;
				end
				else if((flag2==1) && counter>dead_time_clks)
			begin     
				flag4 <= 1;
				end
		if (ne==1'd1)
			begin
				flag1 <= 0;
				flag2 <= 1;
				flag3 <= 0;
				end
	end
assign reset = (pe | ne)?1'd1:1'd0;
assign pwm_out[0] = flag3?1'd1: 1'd0;
assign pwm_out[1] = flag4?1'd1: 1'd0;
endmodule
==> out/results.ini <==
[yosys]
top_area_cell=dfxtp_1
top_cells_by_area=dfxtp_1 (34%), ha_1 (18%), xnor2_1 (5.8%)
syn_avg_cell_area_sq_um=8.71
yosysSeqAreaShare=0.342
syn_area_sq_um=1050
yosys_warnings=1
ys_types=27
edf_count=0
ys_area_sq_um=1050
top_cell_area_share=0.342
ys_seq_elements=18
synthCells=121
ff_type=dfxtp_1
async_flop_share=0
yosys_cells=121

[global_route]
antenna_found_initial=0
grt_max_degree=13
grt_pass1_wl_um=3450
grt_pass1_vias=805
grt_usage=0.0471
grt-ovfl-total=0

[min_path]
hp-class=flip-flop to flip-flop

[drt]
dr.pass1.iters=4
ant_nets=0
dr.first_iter.drc_count=29
met2_length_um=856
wl_per_cell_um=9.57
routed_wl_um=1970
n_antenna_cell=0
wl_met1_um=1020
dr_wl_met3_um=76
top_layer=met4
routed_via_density=3.95
drc_errors=0
num_vias=813

[worst_setup_path]
crit_family=buffers and inverters
path_buffers=2
cp_max_fo=3
path_cells=clkdlybuf4s50_1, inv_1, ha_1, nand4_1, nor2_1, a211oi_1, a32oi_1, nand2_1
crit_path_end_kind=flip-flop
worst_ep_arrival_time_ns=1.93
crit_required_ns=2.20
start_kind=input port
slowest_stage=clkdlybuf4s50_1
critPathMaxStageDelay_ns=0.45
critical_path_class=input port to flip-flop

[place]
io_buffers=15
finalWeightedCongestion=0.785
place_hpwl_um=1650

[die]
chip_area_sq_um=8650
initCoreUtil=0.205
chipHeight_um=93
core_area_sq_um=5140
io-pin-count=16
rows=26
die_w_um=93

[final_timing]
fin_setup_tns_ns=0
post-route-period-util=0.865
rsz0062_at_grt=no
skew_ns=0.00186
setup_viol=0
holdWs_ns=0.373
drv_slew=0
min_period_ns=1.73
fmax_ghz=0.578
worst_pin_slew_ns=0.293
hold_violations=0
slew_headroom=0.804

[cts]
cts.path.max_buffers=2
post_cts_resize_count=0
cts_buffers=3
cts_tree=yes
clock-sinks=18
cts-root-buf=clkbuf_8
htreeDepth=1
cts_hold_buffers=0
cts_setup_buffers=0
clk_pin_slew_ns=0.07
clock_latency_ns=0.25

[layout]
fill_cells=575
syn_to_final_growth_pct=25.5
drive_gt1_frac=0.0441

[pwr]
p_leak_nw=0.602
power_density_nw_per_um2=596
ir_worst_vdd_uv=420

[flow_run]
warnings=26
cap_violations=0

[outcome]
status=finished clean

layer usage:
metal / vias to the layer above / track usage
li1: 437 / -
met3: 2 / 0.0137
met5: - / 0
met4: 0 / 0.00386
met2: 14 / 0.0759
met1: 360 / 0.0637
cell families (layout without fill, tap and decap cells):
group | Yosys count | count (layout) | synth area share
adders and majority gates | 15 | 15 | 0.178
and+or+nand+nor | 45 | 45 | 0.241
AOI/OAI and AO/OA | 16 | 16 | 0.0962
DFF | 18 | 18 | 0.342
buffers and inverters | 19 | 34 | 0.0760
xor gates and xnor gates | 8 | 8 | 0.0665
area by class of cell:
cell class,instances,area (sq um),share of cell area
tap,70,87.6,0.0662
clock buffer,4,55.1,0.0416
multi-input combinational,84,613,0.464
inverter,15,56.3,0.0426
timing repair buffer,15,150,0.114
sequential,18,360,0.272
worst register-to-register path, cell delays in order (launching register included):
cell and delay [ns]:
dfxtp_1 0.49, ha_1 0.32, nand4_1 0.13, nor2_1 0.06, a211oi_1 0.25, a32oi_1 0.16
nand2_1 0.08
per-stage QoR:
stage | instance area [sq um] | cells | util | setup slack, ns | power, mW
5_1_grt | 1320 | 206 | 0.257 | 0.0175 | 0.833
6_report | 1320 | 206 | 0.257 | 0.270 | 0.788
3_5_place_dp | 1270 | 202 | 0.247 | -0.0191 | 0.505
3_3_place_gp | 1270 | 202 | 0.247 | -0.0227 | 0.503
2_1_floorplan | 1050 | 121 | - | 0.614 | 0.460
4_1_cts | 1320 | 206 | 0.257 | 0.250 | 0.801
power by group:
group	switching, mW	internal (mW)	leakage [nW]
Clock	0.118	0.175	0.0288
Combinational	0.0455	0.0581	0.426
Sequential	0.0156	0.376	0.147
synthesized netlist by cell type, types with 4 or more instances:
master and count:
dfxtp_1 18, ha_1 15, inv_1 15, nand2_1 9, and2_1 7, nor2_1 7
xnor2_1 7, nand4_1 5, nor2b_1 5, a21oi_1 4, nand3_1 4, o21ai_0 4
cells in the final DEF, fill, tap and decap left out, types with 2 or more instances in the layout:
cell type        count
inv_1               15
or3_1                2
nand4_1              5
nand2_1              9
a21oi_1              4
ha_1                15
nor3_1               2
clkdlybuf4s50_1     15
a211oi_1             2
nand3_1              4
o21ai_0              4
clkbuf_8             4
a21boi_1             2
xnor2_1              7
nor2b_1              5
a21o_1               2
and2_1               7
nor2_1               7
dfxtp_1             18
flip-flops by register name (all words and copies together), names as in the netlist:
register / count
next: 1
flag1: 1
counter: 12
flag4: 1
current: 1
flag2: 1
flag3: 1
path summary, 6_finish.rpt:
check / cells after the start / slack [ns] / start / endpoint
min: 0 / 0.37 / current / next
min reg2reg: 0 / 0.37 / current / next
max: 8 / 0.27 / dead_time_clks[3] / flag3
max reg2reg: 6 / 0.45 / counter[7] / flag3
Power figures rest on the tool's default switching activity, not on a simulated workload.
