[flow/config.mk]
export PLATFORM = sky130hd
export DESIGN_NAME = H_bridge
export DESIGN_NICKNAME = H_bridge
export VERILOG_FILES = /design/flow/design.v
export SDC_FILE = /design/flow/constraint.sdc
export NUM_CORES = 4
export LEC_CHECK = 1
export CORE_AREA = 10 10 91 91
export DIE_AREA = 0 0 101 101
[flow/constraint.sdc]
current_design H_bridge

set clk_period 1.9
set clk_io_pct 0.2

create_clock -name clk0 -period $clk_period [get_ports {clk}]

set non_clock_inputs [all_inputs -no_clocks]
set_input_delay [expr $clk_period * $clk_io_pct] -clock clk0 $non_clock_inputs
set_output_delay [expr $clk_period * $clk_io_pct] -clock clk0 [all_outputs]
[flow/design.v]
module H_bridge #(parameter DUTY = 7'd100, PWM_PERIOD = 40000, DEAD_TIME = 13'd100, CLK_PERIOD = 4'd8)(
output [1:0]pwm_out,
input clk
);
localparam [15:0]CLKS_IN_PWM_PERIOD = (PWM_PERIOD/CLK_PERIOD);
localparam [15:0]CLKS_IN_DEAD_TIME = (DEAD_TIME/CLK_PERIOD);
localparam [15:0]TH_HIGH_0 = ((((CLKS_IN_PWM_PERIOD)*(100-(DUTY/2)))/100) + (CLKS_IN_DEAD_TIME));
localparam [15:0]TH_HIGH_1 = (((TH_HIGH_0-CLKS_IN_DEAD_TIME)/2) - (((CLKS_IN_PWM_PERIOD) - (TH_HIGH_0-CLKS_IN_DEAD_TIME))/2) + (CLKS_IN_DEAD_TIME));
localparam [15:0]TH_LOW_1 = (((TH_HIGH_0-CLKS_IN_DEAD_TIME)/2) + (((CLKS_IN_PWM_PERIOD) - (TH_HIGH_0-CLKS_IN_DEAD_TIME))/2))+1;
reg [15:0]counter = 0;
always@(posedge clk)
	begin
		counter <= counter + 1;
		if (counter>(CLKS_IN_PWM_PERIOD))
			counter <= 1;
		end
assign pwm_out[0] = (counter>TH_HIGH_0)?1'd1:1'd0;
assign pwm_out[1] = ((counter>TH_HIGH_1) && (counter<TH_LOW_1))?1'd1:1'd0;
endmodule
[flow/run.sh]
#!/bin/bash
# OpenROAD 26Q1-2900-gdf79404cd8, Yosys 0.63+post, stock flow scripts
make -C /OpenROAD-flow-scripts/flow DESIGN_CONFIG=/design/flow/config.mk WORK_HOME=/design/flow/orfs finish
==> out/qor.txt <==
status - complete, but fails checks
failing checks - negative setup slack
Largest regs - counter x16
crit path max-delay cell type - or3_4
Commonest Layout Cell - buf_4
Biggest register - counter
Syn-to-layout area delta - 41.7%
worst r2r src - counter[5]
Routed WL - 1760 um
Yosys chip area - 826 um2
chip height - 101 um
R2R depth - 7
TritonCTS Buffers - 3
Fmax - 518 MHz
Setup crit start kind - register
DR vias - 691
Final min period - 1.93 ns
grt ovf - 0
IO Pins - 3
share of cells above drive strength 1 - 36.5%
yosys cell count - 93
all-layer global routing usage - 3.52%
cell count along the critical path - 5
drc violations - 0
Final Cycle Share - 102%
Clock Skews - 0.00326 ns
OpenROAD warning count - 29
max incr delay on CP - 0.40 ns
max reg flops - 16
Post-Syn Instances - 93
CP arrival - 1.55 ns
Syn. warnings - 1
chip area - 0.0102 mm2
initial antenna violation count - 0
Setup Total Neg Slack - -0.0340 ns
Hold/Removal Path Class - reg -> reg
VDD IR-drop max - 0.000285 V
Placed Cells incl. Taps - 188
CTS tree - built
Critical Path Sink - pwm_out[0]
Post-synth seq share - 38.8%
global-route wire length before repair - 2990 um
Vias/cell - 3.60
FF+latch count, synth - 16
CTS max path bufs - 2
leakage power - 0.415 nW
Unique cell types - 34
Worst Setup Path Type - reg -> out
Layout Cells excl Fill - 192
Std-Cell Rows - 29
Pwr Density - 598 mW/mm2
Port Buffers - 2
reg2reg setup slack - 0.23 ns
floorplan utilization - 13.0%
DRT Pass-1 Iters - 4
clock transition at the registers of the reported paths - 0.06 ns
fin. max-slew vios - 0
Fillers - 684
final setup violation count - 2
setup repair after global routing missed its margin - true
HPWL Detailed - 1280 um
vias in the first global route - 668
diodes inserted - 0
Final ANT Viol Nets - 0
root buffer cell - clkbuf_8
Worst Setup End Kind - output port
crit-path max FO - 3
Crit Reg-Reg Endpoint - counter[8]
Post-Syn Area per Cell - 8.88 um2
die width - 101 um
crit-path cells - or2_4 > or3_4 > a2bb2oi_2 > o21bai_1 > buf_2
initial DRC count - 14
Clock Latency Late Sink - 0.24 ns
worst slack at placement - -0.268 ns
final setup margin - -0.0316 ns
power after layout - 0.000700 W
placer congestion estimate - 0.868
core area - 0.00635 mm2
Critical path origin - counter[9]
CP top delay family - simple AND/OR/NAND/NOR gates
most instantiated logic cells after routing - buf_4, dfxtp_1, a21oi_1
synthesized area - 826 um2
H-tree depth - 1
CP bufs+invs - 1
routed wire length per instance - 9.15 um
Hold Vio Cnt, Final - 0
WP data required - 1.52 ns
max-capacitance violation count - 0
largest net degree at the start of global routing - 15
Clock Sinks - 16
-- timing repair --
action | CTS | global route
pin swaps | 5 | 2
gates cloned | 0 | 0
setup endpoints to repair | 2 | 6
hold buffers | 0 | 0
gates resized | 15 | 5
buffers inserted | 1 | 0
-- cell families after synthesis --
| family | Yosys count | synth area share [%] |
|---|---|---|
| AND/OR/NAND/NOR | 30 | 23.3 |
| AND-OR/OR-AND | 21 | 15.0 |
| flip-flops | 16 | 38.8 |
| XOR/XNOR | 11 | 11.7 |
| buffers and inverters | 11 | 6.21 |
| adder cells (fa/ha/maj) | 3 | 4.55 |
| other | 1 | 0.454 |
-- final cells by class --
cell class              instances  area, um2  area share [%]
flip-flops and latches         16        325            27.8
inverters                       5       18.8            1.60
well taps                      77       96.3            8.24
multi-input cells              68        510            43.6
repair buffers                 22        164            14.0
clock buffers                   4       55.1            4.71
-- through the flow --
step | hold slack [ns] | instance area, um2 | util [%]
floorplan | 0.506 | 833 | -
global placement | 0.564 | 1070 | 16.8
detailed placement | 0.573 | 1070 | 16.8
CTS | 0.594 | 1140 | 17.9
global route | 0.637 | 1170 | 18.4
finish | 0.594 | 1170 | 18.4
-- power by group --
| part | total (W) | internal, W | leakage, nW | switching, W |
|---|---|---|---|---|
| Combinational | 0.0000567 | 0.0000266 | 0.254 | 0.0000300 |
| Clock | 0.000295 | 0.000183 | 0.0288 | 0.000112 |
| Sequential | 0.000348 | 0.000343 | 0.133 | 0.00000420 |
-- worst min-delay path, cell delays in order, from the launching register on --
cell	delay, ns
dfxtp_1	0.31
inv_1	0.08
buf_4	0.11
a21o_1	0.07
-- how the worst min path moves through the flow --
stage / startpoint / end / depth (start not counted)
finish: counter[0] / counter[0] / 3
global route: counter[0] / counter[0] / 3
CTS: counter[0] / counter[0] / 3
-- synth_stat cells, drive strengths merged --
cell type  instances  area (um2)
ha                 3        37.5
nand2              3        11.3
o21bai             1        7.51
conb               1        3.75
inv                5        18.8
buf                6        32.5
nand3              6        30.0
or3                2        17.5
nor4               3        31.3
or4                1        7.51
a21boi             2        15.0
a2bb2oi            1        8.76
nand4              2        18.8
a21oi             12        60.1
nor2               2        7.51
a2111oi            1        8.76
nand3b             1        7.51
nand2b             1        6.26
dfxtp             16         320
and3               1        6.26
o21ai              2        10.0
nor3               6        30.0
or4b               1        10.0
xor2               4        35.0
a21o               1        7.51
a31oi              1        6.26
xnor2              7        61.3
or2                1        8.76
-- metal layers --
layer / vias to the layer above / wire length, um / global-route usage, %
met3: 2 / 66 / 1.46
met2: 3 / 740 / 5.26
met1: 319 / 934 / 4.73
li1: 367 / - / -
met5: - / 0 / 0
met4: 0 / 16 / 0.536
Power figures rest on the tool's default switching activity, not on a simulated workload.
