$ cat /design/flow/run.sh
#!/bin/bash
# OpenROAD 26Q1-2900-gdf79404cd8, Yosys 0.63+post, stock flow scripts
make -C /OpenROAD-flow-scripts/flow DESIGN_CONFIG=/design/flow/config.mk WORK_HOME=/design/flow/orfs finish
$ cat /design/flow/config.mk
export PLATFORM = sky130hd
export DESIGN_NAME = ADC
export DESIGN_NICKNAME = ADC
export VERILOG_FILES = /design/flow/design.v
export SDC_FILE = /design/flow/constraint.sdc
export NUM_CORES = 4
export LEC_CHECK = 1
export CORE_UTILIZATION = 40
$ cat /design/flow/constraint.sdc
current_design ADC

set clk_period 7.5
set clk_io_pct 0.2

create_clock -name clk0 -period $clk_period [get_ports {clk}]

set non_clock_inputs [all_inputs -no_clocks]
set_input_delay [expr $clk_period * $clk_io_pct] -clock clk0 $non_clock_inputs
set_output_delay [expr $clk_period * $clk_io_pct] -clock clk0 [all_outputs]
$ cat /design/flow/design.v
module ADC (
	clk,                                     
	digital_out,            
	analog_cmp,	            
	analog_out,             
	sample_rdy);            
parameter 
ADC_WIDTH = 8,               
ACCUM_BITS = 10,             
LPF_DEPTH_BITS = 3;          
input	clk;                             
input	analog_cmp ;                     
output	analog_out;                      
output  sample_rdy;                      
output [ADC_WIDTH-1:0]	digital_out;     
reg                         delta;           
reg [ACCUM_BITS-1:0]	    sigma;           
reg [ADC_WIDTH-1:0]	    accum;           
reg [ACCUM_BITS-1:0]	    counter;         
reg							rollover;        
reg							accum_rdy;       
always @ (posedge clk)
begin
    delta <= analog_cmp;         
end
assign analog_out = delta;       
always @ (posedge clk)
begin
        if (rollover) begin
            accum <= sigma[ACCUM_BITS-1:ACCUM_BITS-ADC_WIDTH];
            sigma <= delta;          
        end else begin
            if (&sigma != 1'b1)          
                sigma <= sigma + delta;  
        end
        accum_rdy <= rollover;      
end
BOX_AVE #(
    .ADC_WIDTH(ADC_WIDTH),
    .LPF_DEPTH_BITS(LPF_DEPTH_BITS))
box_ave (
    .clk(clk),
    .sample(accum_rdy),
    .raw_data_in(accum),
    .ave_data_out(digital_out),
    .data_out_valid(sample_rdy)
);
always @(posedge clk)
begin
		counter <= counter + 1;        
		rollover <= &counter;          
end
endmodule
module BOX_AVE (
	clk,
	sample,
	raw_data_in,
	ave_data_out,
    data_out_valid);
parameter 
ADC_WIDTH = 8,				 
LPF_DEPTH_BITS = 4;          
input	clk;                                 
input	sample;				                 
input	[ADC_WIDTH-1:0]	raw_data_in;		 
output [ADC_WIDTH-1:0]	ave_data_out;		 
output data_out_valid;                       
reg [ADC_WIDTH-1:0]	ave_data_out;		
reg [ADC_WIDTH+LPF_DEPTH_BITS-1:0]      accum;           
reg [LPF_DEPTH_BITS-1:0]                count;           
reg [ADC_WIDTH-1:0]  					raw_data_d1;     
reg sample_d1, sample_d2;                                
reg result_valid;                                        
wire accumulate;                                         
wire latch_result;                                       
always @(posedge clk)
begin
		sample_d1 <= sample;                 
		sample_d2 <= sample_d1;              
		raw_data_d1 <= raw_data_in; 	     
		result_valid <= latch_result;		 
end
assign		accumulate = sample_d1 && !sample_d2;	     
assign		latch_result = accumulate && (count == 0);	 
always @(posedge clk)
begin
	    if (accumulate)	count <= count + 1;          
end
always @(posedge clk)
begin
        if (accumulate)
            if(count == 0)                       
    		    accum <= raw_data_d1;            
            else
                accum <= accum + raw_data_d1;    
end
always @(posedge clk)
begin
	if (latch_result) begin             
        ave_data_out <= accum >> LPF_DEPTH_BITS;	   
    end
end
assign data_out_valid = result_valid;        
endmodule
==> metrics.cfg <==
[logic_synthesis]
edf_count = 31
synth_cell_types = 33
ys.flops = 64
ys_seq_share_pct = 62.81
yosysWarnings = 2
syn_area_um2 = 2534
ys_cells = 208
synthCells = 208
synth_async_sr_flop_share_pct = 0
ys_area_um2 = 2534
syn_avg_cell_area_um2 = 12.18
ff_type = dfxtp_1

[clock_tree]
cts_buffers = 9
cts_sinks = 64
clkLatencyLatePin_ps = 340
cts_setup_buffers = 0
cts_resized = 0
clockBufferDepth = 2
cts_root_buf = clkbuf_8
cts_tree = done
cts_hold_buf = 0
htreeDepth = 3
clk_pin_slew_ps = 70

[die]
num_rows = 28
num_io_pins = 12
fp_util_pct = 42.05
die_h_um = 81.59
core_region_area_um2 = 6026
dieArea_um2 = 6656
die_w_um = 81.59

[sta]
hold_viol_final = 0
worst_slew_pin_slew_ps = 711.7
fin_skew_ps = 8.009
fin_setup_tns_ps = 0
period_used_pct = 35.36
max_freq_mhz = 377.0
final_max_slew_viol_count = 0
relSlewSlack_pct = 52.49
finalSetupViolations = 0
finalCriticalPeriod_ps = 2652
rsz0062_at_grt = false

[critical_path]
worstSetupPathType = reg -> out
cp_cell_sequence = clkdlybuf4s50_1
cp-start-kind = register
critPathMaxFanout = 3
required_ps = 6000
critical_path_buf_inv_count = 1
slowest_delay_ps = 470
cp.arrival_ps = 1150
end_kind = output pin
cp_top_family = buffers and inverters
cp_slowest_cell = clkdlybuf4s50_1

[routing]
final_antenna_net_count = 0
drc = 0
wire_per_inst_um = 11.30
vias = 1483
via_per_inst = 4.831
antennaDiodeCount = 0
first_iter_violations = 48
wl_mm = 3.468
firstDrtPassIters = 4

[pwr]
p_leak_nw = 1.164
powerDensity_nw_per_um2 = 261.0
ir_drop_mv = 0.1549
total_power_mw = 0.7723

[cells_and_area]
synthToLayoutAreaGrowth_pct = 16.79
post-route-util_pct = 49.11
drive_gt1_share_pct = 8.190
final_area_um2 = 2959
fill_cells = 535

[status]
outcome = complete, no violations

[flow_run]
drv_cap = 0
tool_warnings = 26

[grt]
antenna_found_initial = 0
grt_util_all_layers_pct = 12.38
gr-total-overflow = 0
grt_max_degree = 21
grt_pass1_wl_mm = 5.954
first_global_vias = 1330

[min_path]
hold_path.class = reg -> reg

[place]
dpl_cell_area_um2 = 2723
portBuffers = 11
place.detailed.hpwl_mm = 2.253
gp_congestion = 0.7901

cells in the final DEF, fill, tap and decap left out, types with 2 or more instances in the layout:
master | netlist | routed
ha_1 | 13 | 13
o21a_1 | 2 | 2
and2_1 | 2 | 2
clkbuf_16 | 0 | 3
clkdlybuf4s50_1 | 0 | 11
xnor2_1 | 6 | 6
o21bai_1 | 2 | 2
nand2_1 | 15 | 15
nand3_1 | 7 | 7
edfxtp_1 | 31 | 31
nand4_1 | 7 | 7
and3_1 | 3 | 3
a21o_1 | 4 | 4
nor3_1 | 2 | 2
inv_1 | 7 | 7
xor2_1 | 14 | 14
a31oi_1 | 3 | 3
nand2b_1 | 7 | 7
mux2i_1 | 2 | 2
nor2b_1 | 2 | 2
nor2_1 | 17 | 17
a21oi_1 | 15 | 15
dfxtp_1 | 33 | 33
clkbuf_8 | 0 | 10
kinds of logic after synthesis:
logic type / after synthesis / synth area share, %
simple gates: 65 / 12.44
buf+inv: 11 / 1.926
xor+xnor: 20 / 6.914
compound gates: 31 / 7.457
fa+ha+maj: 14 / 7.210
flops: 64 / 62.81
mux: 3 / 1.235
stage by stage:
stage | cells | hold WS [ps] | worst slack, ps
after CTS | 307 | 328.1 | 4820
after global routing | 307 | 341.5 | 4773
after floorplan | 208 | 309.6 | 5686
final | 307 | 331.0 | 4848
after global placement | 291 | 309.9 | 5212
after detailed placement | 291 | 312.1 | 5204
registers in the layout, summed over array words and instances (netlist names):
name	count
sigma	10
rollover	1
accum_rdy	1
box_ave.accum	11
box_ave.sample_d1	1
delta	1
box_ave.sample_d2	1
box_ave.ave_data_out	8
box_ave.raw_data_d1	8
box_ave.count	3
counter	10
accum	8
box_ave.result_valid	1
cells in the mapped netlist, drive strengths merged (3+ instances only):
library cell	n	area, um^2
xor2	14	122.6
clkbuf	3	11.26
xnor2	6	52.55
inv	7	26.28
nand4	7	43.79
and3	3	18.77
nor2	17	63.81
a31oi	3	18.77
nand2	15	56.30
dfxtp	33	660.6
a21oi	15	75.07
nand2b	7	43.79
a21o	4	30.03
edfxtp	31	930.9
ha	13	162.7
nand3	7	35.03
routing by layer:
metal | vias up | GRT usage (%) | part of all wire, % | routed length, um
met3 | 6 | 4.735 | 4.8 | 165
met5 | - | 0 | 0 | 0
met2 | 22 | 18.67 | 44 | 1539
met1 | 677 | 18.24 | 49 | 1704
li1 | 778 | - | - | -
met4 | 0 | 1.754 | 1.7 | 59
path summary, 6_finish.rpt:
kind	endpoint	slack (ps)	startpoint	depth (start not counted)
worst max-delay path	analog_out	4850	delta$_DFF_P_	1
worst min-delay path	box_ave.sample_d1$_DFF_P_	330	accum_rdy$_DFF_P_	0
worst max register to register	box_ave.accum[8]$_SDFFCE_PP0P_	5490	box_ave.raw_data_d1[0]$_DFF_P_	8
worst min register to register	box_ave.sample_d1$_DFF_P_	330	accum_rdy$_DFF_P_	0
layout make-up:
type / count / area (um^2) / share of cell area [%]
Clock buffer: 13 / 212.7 / 7.188
Clock inverter: 3 / 23.77 / 0.8034
Inverter: 7 / 26.28 / 0.8879
Multi-Input combinational cell: 133 / 893.4 / 30.19
Sequential cell: 64 / 1592 / 53.78
Tap cell: 75 / 93.84 / 3.171
Timing Repair Buffer: 12 / 117.6 / 3.975
power breakdown:
| part | total [mW] | switching (mW) | internal (mW) |
|---|---|---|---|
| registers | 0.411 | 0.0221 | 0.389 |
| logic | 0.0388 | 0.0173 | 0.0214 |
| clock network | 0.323 | 0.131 | 0.191 |
No activity file was given, so power comes from the tool's default toggle rates.
